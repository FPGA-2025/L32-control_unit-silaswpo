==> ./design.v <==
module Control_Unit (
    input clk,
    input rst_n,
    input [6:0] instruction_opcode,
    output reg pc_write,
    output reg ir_write,
    output reg pc_source,
    output reg reg_write,
    output reg memory_read,
    output reg is_immediate,
    output reg memory_write,
    output reg pc_write_cond,
    output reg lorD,
    output reg memory_to_reg,
    output reg [1:0] aluop,
    output reg [1:0] alu_src_a,
    output reg [1:0] alu_src_b
);
    parameter FETCH = 5'd0, DECODE = 5'd1, MEMADR = 5'd2, MEMREAD = 5'd3, MEMWB = 5'd4, 
              MEMWRITE = 5'd5, EXECUTER = 5'd6, ALUWB = 5'd7, BRANCH = 5'd8,
              ADDI_EXEC = 5'd9, ADDI_WB = 5'd10, LUI_EXEC = 5'd11, LUI_WB = 5'd12,
              JAL_EXEC = 5'd13, JALR_EXEC = 5'd14,
              AUIPC_EXEC = 5'd15, AUIPC_WB = 5'd16,
              JAL_WB = 5'd17, JALR_WB = 5'd18;
    parameter LW = 7'b0000011;
    parameter SW = 7'b0100011;
    parameter RTYPE = 7'b0110011;
    parameter ITYPE = 7'b0010011;
    parameter JALI = 7'b1101111;
    parameter BRANCHI = 7'b1100011;
    parameter JALRI = 7'b1100111;
    parameter AUIPCI = 7'b0010111;
    parameter LUII = 7'b0110111;
    reg [4:0] state, next_state;
    always @(posedge clk or negedge rst_n) begin
        if (!rst_n)
            state <= FETCH;
        else
            state <= next_state;
    end
    always @(*) begin
        next_state = FETCH;
        case (state)
            FETCH:    next_state = DECODE;
            DECODE: begin
                case (instruction_opcode)
                    LW:      next_state = MEMADR;
                    SW:      next_state = MEMADR;
                    RTYPE:   next_state = EXECUTER;
                    BRANCHI: next_state = BRANCH;
                    ITYPE:   next_state = ADDI_EXEC;
                    LUII:    next_state = LUI_EXEC;
                    JALI:    next_state = JAL_EXEC;
                    JALRI:   next_state = JALR_EXEC;
                    AUIPCI:  next_state = AUIPC_EXEC;
                    default: next_state = FETCH;
                endcase
            end
            MEMADR:     next_state = (instruction_opcode == LW) ? MEMREAD : MEMWRITE;
            MEMREAD:    next_state = MEMWB;
            MEMWB:      next_state = FETCH;
            MEMWRITE:   next_state = FETCH;
            EXECUTER:   next_state = ALUWB;
            ALUWB:      next_state = FETCH;
            BRANCH:     next_state = FETCH;
            ADDI_EXEC:  next_state = ADDI_WB;
            ADDI_WB:    next_state = FETCH;
            LUI_EXEC:   next_state = LUI_WB;
            LUI_WB:     next_state = FETCH;
            JAL_EXEC:   next_state = JAL_WB;
            JAL_WB:     next_state = FETCH;
            JALR_EXEC:  next_state = JALR_WB;
            JALR_WB:    next_state = FETCH;
            AUIPC_EXEC: next_state = AUIPC_WB;
            AUIPC_WB:   next_state = FETCH;
        endcase
    end
    always @(*) begin
        pc_write = 0;
        ir_write = 0;
        pc_source = 0;
        reg_write = 0;
        memory_read = 0;
        is_immediate = 0;
        memory_write = 0;
        pc_write_cond = 0;
        lorD = 0;
        memory_to_reg = 0;
        aluop = 0;
        alu_src_a = 0;
        alu_src_b = 0;
        case (state)
            FETCH: begin
                memory_read = 1;
                ir_write = 1;
                pc_write = 1;
                alu_src_a = 2'b00;
                alu_src_b = 2'b01;
                aluop = 2'b00;
                lorD = 0;
            end
            DECODE: begin
                alu_src_a = 2'b10;
                alu_src_b = 2'b10;
                aluop = 2'b00;
            end
            MEMADR: begin
                alu_src_a = 2'b01;
                alu_src_b = 2'b10;
                aluop = 2'b00;
            end
            MEMREAD: begin
                memory_read = 1;
                lorD = 1;
            end
            MEMWB: begin
                memory_to_reg = 1;
                reg_write = 1;
            end
            MEMWRITE: begin
                memory_write = 1;
                lorD = 1;
            end
            EXECUTER: begin
                alu_src_a = 2'b01;
                alu_src_b = 2'b00;
                aluop = 2'b10;
            end
            ALUWB: begin
                reg_write = 1;
                memory_to_reg = 0;
            end
            BRANCH: begin
                alu_src_a = 2'b01;
                alu_src_b = 2'b00;
                aluop = 2'b01;
                pc_write_cond = 1;
                pc_source = 1;
            end
            ADDI_EXEC: begin
                alu_src_a = 2'b01;
                alu_src_b = 2'b10;
                aluop = 2'b10;
                is_immediate = 1;
            end
            ADDI_WB: begin
                reg_write = 1;
                memory_to_reg = 0;
            end
            LUI_EXEC: begin
                alu_src_a = 2'b11;
                alu_src_b = 2'b10;
                aluop = 2'b00;
            end
            LUI_WB: begin
                reg_write = 1;
                memory_to_reg = 0;
            end
            JAL_EXEC: begin
            pc_write = 1;
            pc_source = 1;
            alu_src_a = 2'b10;  
            alu_src_b = 2'b01;  
            end
            JAL_WB: begin
                reg_write = 1;
                memory_to_reg = 0;
            end
            JALR_EXEC: begin
            alu_src_a = 2'b01;        
            alu_src_b = 2'b10;        
            aluop = 2'b00;
            is_immediate = 1;         
            end
            JALR_WB: begin
            pc_write = 1;
            pc_source = 1;
            reg_write = 0;            
            alu_src_a = 2'b10;
            alu_src_b = 2'b01;
            is_immediate = 0;
            end
            AUIPC_EXEC: begin
                alu_src_a = 2'b10;
                alu_src_b = 2'b10;
                aluop = 2'b00;
            end
            AUIPC_WB: begin
                reg_write = 1;
                memory_to_reg = 0;
            end
        endcase
    end
endmodule
==> ./config.mk <==
export PLATFORM = sky130hd
export DESIGN_NAME = Control_Unit
export DESIGN_NICKNAME = Control_Unit
export VERILOG_FILES = /design/flow/design.v
export SDC_FILE = /design/flow/constraint.sdc
export NUM_CORES = 4
export LEC_CHECK = 1
export CORE_AREA = 10 10 84 84
export DIE_AREA = 0 0 94 94
==> ./constraint.sdc <==
current_design Control_Unit

set clk_period 2.3
set clk_io_pct 0.2

create_clock -name clk0 -period $clk_period [get_ports {clk}]

set non_clock_inputs [all_inputs -no_clocks]
set_input_delay [expr $clk_period * $clk_io_pct] -clock clk0 $non_clock_inputs
set_output_delay [expr $clk_period * $clk_io_pct] -clock clk0 [all_outputs]
==> ./run.sh <==
#!/bin/bash
# OpenROAD 26Q1-2900-gdf79404cd8, Yosys 0.63+post, stock flow scripts
make -C /OpenROAD-flow-scripts/flow DESIGN_CONFIG=/design/flow/config.mk WORK_HOME=/design/flow/orfs finish
==> deck_impl_summary.md <==
Implementation Results

Run status
  – Status: completed

STA
  – Fin crit period: 2270 ps
  – Post-route setup slack: 34.0 ps
  – Final hold slack: 461 ps
  – Final hold violations: 0
  – Crit share post-route: 0.985
  – Clk_skew: 1.82 ps
  – Final setup fails: 0
  – Fmax: 0.441 GHz
  – Relative slew slack: 0.717
  – Worst-Margin Slew: 424 ps
  – RSZ-0062 raised after global routing: true
  – Slew Limit Fails: 0

Placement
  – Pre-CTS setup slack: 93.0 ps
  – Routability Congestion: 0.793
  – # port buffers: 24
  – Post-DP HPWL: 1.86 mm

Pwr
  – Sw power: 0.000344 W
  – Worst IR drop on VDD: 0.000222 V
  – Sequential power share: 0.141
  – Clock share of power: 0.164
  – Comb power frac: 0.694
  – LEAKAGE: 0.504 nW
  – Switch share: 0.355
  – Int Pwr: 0.000626 W
  – Power per cell area: 757 nW/µm²

Finish
  – Top Registers: state (5)
  – Layout Area Growth over Synthesis: 67.6%
  – Layout cells sized above 1: 0.313
  – Max reg flops: 5
  – Biggest register: state

Route
  – Via density per instance: 4.18
  – DRT Pass-1 Iters: 4
  – DR DRC count: 0
  – Number of DRC markers in iteration 0: 50
  – Drt wl/cell: 11.9 µm
  – Drt total wl: 2.43 mm
  – N_diodes: 0
  – DR vias: 853
  – Routed Antenna Nets: 0

Hold path
  – Hold Path Class: in2async

Clocking
  – CTS tree: built
  – CTS root buf: clkbuf_8
  – Total CTS buffers: 3
  – CTS clk-pin slew, worst paths: 30 ps
  – H-tree depth: 1
  – # clock sinks: 5
  – Longest Clk Path Bufs: 2
  – Worst-skew pair later-pin latency: 220 ps

Global route
  – Grt total ovfl: 0
  – Initial antenna violation count: 0
  – GRT Overall Usage: 0.0510
  – First-pass GRT wire length: 3.73 mm
  – Largest net degree at the start of global routing: 22
  – Vias in the first global route: 759

Synthesis
  – Top cells by count: a21oi_1, nand2_1, nand2b_1, nor2_1
  – Synth Instances: 104
  – Area leader share: 0.164
  – Cell area after synthesis: 764 µm²
  – Post-synth seq share: 0.164
  – Most instantiated library cell after synthesis: a21oi_1
  – Synth async-reset ratio: 1.00
  – Synth Area per Inst: 7.35 µm²
  – Distinct lib cells used: 40
  – Top cells by area: dfrtp_1, ha_1, a21oi_1
  – Chip area in the Yosys report: 764 µm²
  – Flip-flops with a built-in enable: 0
  – Warnings, synthesis: 1
  – Synth flops: 5
  – Largest area contributor in the netlist: dfrtp_1
  – # Cells Yosys: 104
  – Dominant Register Cell: dfrtp_1

Run
  – Maxcap violations: 0
  – OpenROAD warnings: 31

Die
  – Core footprint: 5200 µm²
  – I/O pins: 25
  – Die Wd: 94 µm
  – Total die size: 8840 µm²
  – Die height: 94 µm
  – Core Rows: 26
  – Initial Utilization: 0.147

Critical path
  – Slowest cell on crit path: clkdlybuf4s50_1
  – Startpoint Class: flip-flop
  – Crit-path leading delay family: buffers and inverters
  – WP data arrival: 1810 ps
  – Setup crit start: state[0]
  – Crit-path max cell delay: 520 ps
  – Buf+Inv Stages, Crit Path: 2
  – Crit path DRT: 1840 ps
  – Worst path cell trace: buf_4 > ha_2 > nand2b_1 > a211oi_2 > clkdlybuf4s50_1
  – Reg2Reg Launch Point: state[0]
  – Crit-path max FO: 5
  – R2r endpoint: state[1]
  – FF-to-FF setup slack: 750 ps
  – Crit Path Category: reg2out
  – CP Capture Type: primary output
  – Worst Setup EP: lorD
  – Path depth of the worst reg2reg path: 6
  – WP depth: 5
-- power by group through the flow --
| stage | Clock [W] | Sequential (W) | Combinational [W] |
|---|---|---|---|
| finish | 0.000160 | 0.000137 | 0.000674 |
| global route | 0.000169 | 0.000140 | 0.000746 |
| CTS | 0.000164 | 0.000133 | 0.000622 |
-- placed cells by master (no fill, tap or decap), drive strengths merged --
cell,synthesis,routed
a21boi,1,1
nand2b,6,6
and4bb,1,1
nor3,4,4
nor2,6,6
o22ai,3,3
a31oi,3,3
nor4,2,2
or4,1,1
nand3,2,2
a21oi,9,9
ha,5,5
clkbuf,5,4
inv,5,5
nor4b,1,1
and3b,1,1
a21o,2,2
dlygate4sd2,0,1
o21ai,9,9
dlymetal6s2s,0,4
clkdlybuf4s50,0,19
a211oi,4,4
nor4bb,2,2
dfrtp,5,5
buf,6,13
a211o,1,1
a221o,1,1
and2,1,1
nand2,7,7
nor3b,2,2
o31ai,1,1
mux2i,1,1
o21a,2,2
nand3b,2,2
nor2b,2,2
a22oi,1,1
-- area by class of cell --
class,instances,area (µm²)
clock buffer,4,45.0
inverter,5,18.8
tap,70,87.6
timing repair buffer,37,347
multi-input combinational,83,653
sequential,5,130
fill,572,3920
-- worst min-delay path by stage --
| stage | start | to | slack, ps | cells after the start |
|---|---|---|---|---|
| final | rst_n | state[3] | 460 | 1 |
| after CTS | rst_n | state[2] | 460 | 1 |
| after global routing | rst_n | state[2] | 480 | 1 |
-- what timing repair did --
item	CTS	global route
hold buffers	0	0
pin swaps	1	1
resized	9	20
cloned	0	0
buffers inserted	3	1
endpoints found under the setup margin	14	14
-- per-layer routing --
layer	vias up	GRT usage	routed length, µm
met2	24	0.0772	1050
met3	0	0.0186	192
met4	0	0.00506	0
li1	441	-	-
met1	388	0.0701	1180
met5	-	0	0
-- through the flow --
step / utilization / cell area (µm²) / power, W / TNS (ps) / instances
final: 0.246 / 1280 / 0.000970 / 0 / 204
after global routing: 0.246 / 1280 / 0.00106 / -113 / 204
after CTS: 0.229 / 1190 / 0.000919 / -48.8 / 203
after detailed placement: 0.213 / 1110 / 0.000702 / 0 / 196
after global placement: 0.213 / 1110 / 0.000702 / 0 / 196
after floorplan: - / 764 / 0.000404 / 0 / 104
-- cell families after synthesis --
logic type | after synthesis | share of synthesized area
and+or+nand+nor | 40 | 0.334
AOI/OAI and AO/OA | 37 | 0.313
buffers and inverters | 16 | 0.0949
adders and majority gates | 5 | 0.0818
DFF | 5 | 0.164
muxes | 1 | 0.0131
Power is estimated from default activity; no workload was simulated.
